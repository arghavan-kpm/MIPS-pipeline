File: config.mk
export PLATFORM = sky130hd
export DESIGN_NAME = Pipeline
export DESIGN_NICKNAME = Pipeline
export VERILOG_FILES = /design/flow/design.v
export SDC_FILE = /design/flow/constraint.sdc
export NUM_CORES = 4
export LEC_CHECK = 1
export CORE_UTILIZATION = 50
File: constraint.sdc
current_design Pipeline

set clk_period 21.1
set clk_io_pct 0.2

create_clock -name clk0 -period $clk_period [get_ports {clk}]

set non_clock_inputs [all_inputs -no_clocks]
set_input_delay [expr $clk_period * $clk_io_pct] -clock clk0 $non_clock_inputs
set_output_delay [expr $clk_period * $clk_io_pct] -clock clk0 [all_outputs]
File: design.v
module ALU (A, B, ALUcont, zero, out);
	input [3:0] ALUcont;
	input signed [31:0] A, B;
	output reg zero;
	output reg signed [63:0] out = 0;
    always @(A, B, ALUcont)begin
     	out <= 0;
	    zero <= 0;
      	case(ALUcont)
         	4'b0000 : out <= A + B;
         	4'b0001 : out <= A - B;
         	4'b0010 : out <= A & B;
         	4'b0011 : out <= A | B;
         	4'b0100 : out <= A ^ B;
		4'b0101 : out <= (A < B) ? 1 : 0;
		4'b0110 : out <= A * B;
		4'b0111 : begin 
			out[31:0] <= A / B;
			out[63:32] <= A % B;
		end
		4'b1000 : begin
			zero <= ( A == B ) ? 1 : 0;
			out <= 0;
		end
		4'b1001 : begin
			zero <= ( A != B ) ? 1 : 0;
			out <= 0;
		end
       	endcase
     end
 endmodule
module CU(input [31:0] Inst,
		input clk,
		output reg pcwrite, RegWrite, branch, MemWrite, MemRead, j, jr, jal, 
		output reg [3:0] ALUcont,
		output reg [2:0] ALUSrc1, ALUSrc2, Mem2Reg, RegDst);
		reg [3:0] ps, ns;
		initial begin
    			{pcwrite , RegWrite, branch, MemWrite, MemRead, j, jr, jal}<=8'b10000000;
   			ALUcont<=4'b0;
			ALUSrc1 <= 3'b0;
			ALUSrc2 <= 3'b0;
			Mem2Reg <= 3'b0;
			RegDst <= 3'b0;
   			ps <= 0;
    			ns <= 1;
  		end
		always@(Inst)begin
			{pcwrite , RegWrite, branch, MemWrite, MemRead, j, jr, jal}<=8'b10000000;
   			ALUcont<=4'b0;
			ALUSrc1 <= 3'b0;
			ALUSrc2 <= 3'b0;
			Mem2Reg <= 3'b0;
			RegDst <= 3'b0;
			 case(Inst[31:26])
				6'b001000: begin 
					ALUSrc2 <= 3;
					RegWrite <= 1;
					Mem2Reg <= 1;
					RegDst <= 1;
				end
				6'b100000: begin 
					RegWrite <= 1;
					Mem2Reg <= 1;
					RegDst <= 2;
				end
				6'b100010: begin 
					RegWrite <= 1;
					Mem2Reg <= 1;
					RegDst <= 2;
				end
				6'b100100: begin 
					RegWrite <= 1;
					Mem2Reg <= 1;
					RegDst <= 2;
				end
				6'b100101: begin 
					RegWrite <= 1;
					Mem2Reg <= 1;
					RegDst <= 2;
				end
				6'b100110: begin 
					RegWrite <= 1;
					Mem2Reg <= 1;
					RegDst <= 2;
				end
				6'b101010: begin 
					RegWrite <= 1;
					Mem2Reg <= 1;
					RegDst <= 2;
					ALUcont <= 4'b0101;
				end
				6'b001010: begin 
					ALUSrc2 <= 3;
					RegWrite <= 1;
					Mem2Reg <= 1;
					RegDst <= 1;
					ALUcont <= 4'b0101;
				end
				6'b011000: begin 
				end
				6'b011010: begin 
				end
				6'b100011:begin 
					RegWrite <= 1;
					MemRead <= 1;
					ALUSrc2 <= 3;
					RegDst <= 1;
				end
				6'b101011:begin 
					MemWrite <= 1;
					ALUSrc2 <= 3;
				end
				6'b010000:begin 
					RegDst <= 0;
					RegWrite <= 1;
					Mem2Reg <= 5;
				end
				6'b010001:begin 
					RegDst <= 0;
					RegWrite <= 1;
					Mem2Reg <= 2;
				end
				6'b000010:begin 
					j <= 1;
				end
				6'b000011:begin 
					RegWrite <= 1;
					Mem2Reg <= 3;
					RegDst <= 3;
					jal <= 1;
				end
				6'b000111:begin 
					jr <= 1;
				end
				6'b000100:begin 
					branch <= 1;
					ALUcont <= 4'd8;
				end
				6'b000101:begin 
					branch <= 1;
					ALUcont <= 4'd9;
				end
				6'b001111:begin 
					RegDst <= 0;
					RegWrite <= 1;
					Mem2Reg <= 4;
				end
			endcase
		end
endmodule
module DP(input clk, input [31:0] Inst, readData_Mem,
		input pcwrite, RegWrite, branch, MemWrite, MemRead, j, jr, jal,contsel, IFwrite, IFflush,
		input [3:0] ALUcont,
		input [2:0] ALUSrc1_CU, ALUSrc2_CU, ALUSrc1_FW, ALUSrc2_FW, Mem2Reg, RegDst,
		output [1:0] ALUsrc1, ALUsrc2,
		output [4:0] EX_Mem_Rd, Mem_WB_Rd, ID_EX_Rs, ID_EX_Rt,
		output EX_Mem_regwrite, Mem_WB_regwrite,
		output [31:0] readData1out, readData2out, 
		output [5:0] IFout_opc,
		output ID_EX_memread,
		output [4:0] ID_EX_Rd, IF_ID_Rs, IF_ID_Rt,
		output [31:0] adr_inst, adr_Mem, writeData_Mem ,Inst_CU,
		output memWrite, memRead);
	wire [31:0] hiout, lowout, jrout, plus4out, pcsrcout, jjalout,  plusbranchout, signexout, readData1, readData2,
		ALUSrc1out, ALUSrc2out, Mem2Regout;
	wire [63:0] IFout, ALUout;
	wire [22:0] contselout;
	wire [165:0] IDout;
	wire [161:0] EXout;
	wire [157:0] Memout;
	wire [4:0] RegDstout;
	wire zero, tmp, pcsrc;  
	Reg#(32) pc(jrout, clk, pcwrite, 0, adr_inst);
	Reg#(32) hi(Memout[121:90], clk, 1, 0, hiout);
	Reg#(32) lo(Memout[57:26], clk, 1, 0, lowout);
	Reg#(64) IF({plus4out, Inst}, clk, IFwrite, IFflush, IFout); 
	Reg#(166) ID({contselout, IFout[63:32], readData1, readData2, signexout, IFout[25:21], IFout[20:16], IFout[15:11]},
			clk, 1, 0, IDout);
	Reg#(162) EX({IDout[165:162], IDout[148:146], IDout[142:111], zero, ALUout, IDout[78:47], IDout[9:5], IDout[30:15],
			RegDstout}, clk, 1, 0, EXout);
	Reg#(158) Mem({EXout[161], EXout[157:123], EXout[121:90], readData_Mem, EXout[89:58], EXout[25:5], EXout[4:0]},
			clk, 1'b1, 1'b0, Memout);
	ALU EXE(ALUSrc1out, ALUSrc2out, IDout[158:155], zero, ALUout);
	MUX_2#(32) Pcsrc(plusbranchout, plus4out, pcsrc, pcsrcout);
	 MUX_2#(32) jjal( {IDout[142:139], IDout[25:0], 2'b0}, pcsrcout, (IDout[161] | IDout[159]), jjalout);
	 MUX_2#(32) Jr((IDout[110:79] << 2), jjalout, IDout[160], jrout);
	MUX_2#(23) Contsel({RegWrite, branch, MemWrite, MemRead, j, jr, jal, 
				ALUcont, ALUSrc1_CU, ALUSrc2_CU, Mem2Reg, RegDst}, 0, contsel, contselout);
	MUX_4#(32) src1(IDout[110:79],EXout[89:58],Mem2Regout, 0 , ALUSrc1_FW,ALUSrc1out);
	MUX_4#(32) src2(IDout[78:47],Mem2Regout,EXout[89:58],IDout[46:15], ALUSrc2_FW,ALUSrc2out);
	MUX_4#(5) regdst(IDout[14:10], IDout[9:5], IDout[4:0], 5'd31, IDout[144:143],RegDstout);
	MUX_8#(32) mem2reg(Memout[89:58],Memout[57:26], hiout,Memout[153:122],{{11{Memout[25]}},Memout[25:5]},lowout,0,0,Memout[156:154],Mem2Regout);
	SignExtend SE(IFout[15:0], signexout);
	RegFile RF(clk, IFout[25:21], IFout[20:16], Memout[4:0], Memout[157], Mem2Regout,readData1,readData2);
	assign Inst_CU = IFout[31:0];
	assign memRead = EXout[158];
	assign memWrite = EXout[159];
	assign pcsrc = (IFout[31:26]==6'b000100)?(contselout[21] & (readData1==readData2)):
				(IFout[31:26]==6'b000101)?(contselout[21] & (readData1!=readData2)):0;
	assign plus4out = 4 + adr_inst;
	 assign plusbranchout = IFout[63:32] + (signexout << 2) ;
	assign adr_Mem = EXout[89:58];    
	assign writeData_Mem = EXout[57:26];  
	assign EX_Mem_Rd = EXout[4:0];
	assign Mem_WB_Rd = Memout[4:0];
	assign ID_EX_Rs = IDout[14:10];
	assign ID_EX_Rt = IDout[9:5];
	assign EX_Mem_regwrite = EXout[161];
	assign Mem_WB_regwrite = Memout[157];
	assign ALUsrc1 = IDout[153:152];
	assign ALUsrc2 = IDout[150:149];
	assign readData1out = readData1;
	assign readData2out = readData2;
	assign IFout_opc = IFout[31:26];
	assign ID_EX_memread = IDout[162];
	assign ID_EX_Rd = RegDstout;
	assign IF_ID_Rs = IFout[25:21]; 
	assign IF_ID_Rt = IFout[20:16];
endmodule
module HazardDetec(input [31:0] readData1, readData2, input [5:0] IFout_opc,
			input ID_EX_memread,
			input [4:0] ID_EX_Rd, IF_ID_Rs, IF_ID_Rt,
			output IFflush,pcwrite,contsel,IFwrite );
	assign {pcwrite,contsel,IFwrite} = (ID_EX_memread==1 && (ID_EX_Rd==IF_ID_Rs || ID_EX_Rd==IF_ID_Rt))? 3'd0:3'd7;
	assign IFflush = ((IFout_opc == 6'b000100 && readData1 == readData2)||(IFout_opc == 6'b000101 && readData1 != readData2))?
		1 : 0;
endmodule
module MUX_2#(parameter N = 1) (A,B,s,OUT);
	input[N - 1:0] A,B;
	input s;
	output[N - 1:0] OUT;
	assign OUT = (s)? A : B;
endmodule 
module MUX_4#(parameter N = 1) (A,B,C,D,s,OUT);
	input[N - 1:0] A,B,C,D;
	input [1:0]s;
	output[N - 1:0] OUT;
	assign OUT = (s == 2'b0)? A :
			(s == 2'b01) ? B:
			(s == 2'b10) ? C:
			(s == 2'b11) ? D:
			0;
endmodule 
module MUX_8#(parameter N = 1) (A,B,C,D,E,F,G,H,s,OUT);
	input[N - 1:0] A,B,C,D,E,F,G,H;
	input [2:0]s;
	output[N - 1:0] OUT;
	assign OUT = (s == 0)? A :
			(s == 1) ? B:
			(s == 2) ? C:
			(s == 3) ? D:
			(s == 4) ? E:
			(s == 5) ? F:
			(s == 6) ? G:
			(s == 7) ? H:
			0;
endmodule 
module Pipeline(input clk, input [31:0] Inst, readData_Mem,
		output [31:0] adr_inst, adr_Mem, writeData_Mem,
		output memWrite, memRead);
	wire pcwrite, RegWrite, branch, MemWrite, MemRead, j, jr, jal,contsel, IFwrite, IFflush ,Pcwrite;
	wire [3:0] ALUcont;
	wire [2:0] ALUSrc1_CU, ALUSrc2_CU, ALUSrc1_FW, ALUSrc2_FW, Mem2Reg, RegDst;
	wire [1:0] ALUsrc1, ALUsrc2;
	wire [4:0] EX_Mem_Rd, Mem_WB_Rd, ID_EX_Rs, ID_EX_Rt;
	wire EX_Mem_regwrite, Mem_WB_regwrite;
	wire [31:0] readData1out, readData2out, Inst_CU;
	wire [5:0] IFout_opc;
	wire ID_EX_memread;
	wire [4:0] ID_EX_Rd, IF_ID_Rs, IF_ID_Rt;
	DP dp(clk, Inst, readData_Mem,
		pcwrite, RegWrite, branch, MemWrite, MemRead, j, jr, jal,contsel, IFwrite, IFflush,
		ALUcont,
		ALUSrc1_CU, ALUSrc2_CU, ALUSrc1_FW, ALUSrc2_FW, Mem2Reg, RegDst,
		ALUsrc1, ALUsrc2,
		EX_Mem_Rd, Mem_WB_Rd, ID_EX_Rs, ID_EX_Rt,
		EX_Mem_regwrite, Mem_WB_regwrite,
		readData1out, readData2out, 
		IFout_opc,
		ID_EX_memread,
		ID_EX_Rd, IF_ID_Rs, IF_ID_Rt,
		adr_inst, adr_Mem, writeData_Mem,Inst_CU,
		memWrite, memRead);
	CU cu(Inst_CU,
		clk,
		Pcwrite, RegWrite, branch, MemWrite, MemRead, j, jr, jal, 
		ALUcont,
		ALUSrc1_CU, ALUSrc2_CU, Mem2Reg, RegDst);
	forwardUnit FW(EX_Mem_Rd, Mem_WB_Rd, ID_EX_Rs, ID_EX_Rt,
			EX_Mem_regwrite, Mem_WB_regwrite,
			ALUsrc1, ALUsrc2,
			ALUSrc1_FW, ALUSrc2_FW);
	HazardDetec HD(readData1out, readData2out, IFout_opc,
			ID_EX_memread,
			ID_EX_Rd, IF_ID_Rs, IF_ID_Rt,
			IFflush,pcwrite,contsel,IFwrite );
endmodule
module Reg#(parameter N = 1)(input [N-1:0]D, input clk, enable, rst, output reg [N-1 : 0] Q);
	initial begin
		Q <= 0;
	end
	always@(posedge clk)begin
		if(rst) Q <= 0;
		else if(enable) Q <= D;
	end
endmodule
module RegFile(input clk, input [4:0] readReg1, readReg2, writeReg, input regwrite, input [31:0] writeData,
		output [31:0] readData1, readData2);
	reg [31:0] MemReg [0:31];
	integer index;
	initial begin
  		for (index=0; index < 32; index = index + 1)
  			MemReg[index] = 0;
	end
	always@(posedge clk)begin
		#1
		if(regwrite && writeReg != 0) MemReg[writeReg] <= writeData;
	end
	assign readData1 = MemReg[readReg1];
	assign readData2 = MemReg[readReg2];
endmodule
module SignExtend(A,B);
	input[15:0] A;
	output [31:0] B;
	assign B = { {16{A[15]}},A } ;
endmodule
module forwardUnit(input [4:0] EX_Mem_Rd, Mem_WB_Rd, ID_EX_Rs, ID_EX_Rt,
			 input EX_Mem_regwrite, Mem_WB_regwrite,
			input [1:0] ALUSrc1, ALUSrc2,
			output [1:0] ALUsrc1, ALUsrc2);
	assign ALUsrc1 = (Mem_WB_regwrite==1 && (Mem_WB_Rd==ID_EX_Rs  ) && Mem_WB_Rd != 0)?
			2'd2 : (EX_Mem_regwrite == 1 && (EX_Mem_Rd==ID_EX_Rs  ) && EX_Mem_Rd!=0)?
			2'd1 : ALUSrc1;
	assign ALUsrc2 = (Mem_WB_regwrite==1 && (  Mem_WB_Rd==ID_EX_Rt) && Mem_WB_Rd != 0)?
			2'd1 : (EX_Mem_regwrite == 1 && ( EX_Mem_Rd==ID_EX_Rt) && EX_Mem_Rd!=0)?
			2'd2 : ALUSrc2;
endmodule
File: run.sh
#!/bin/bash
# OpenROAD 26Q1-2900-gdf79404cd8, Yosys 0.63+post, stock flow scripts
make -C /OpenROAD-flow-scripts/flow DESIGN_CONFIG=/design/flow/config.mk WORK_HOME=/design/flow/orfs finish
==> flow_metrics.tcl <==
# implementation run metrics
set metrics [dict create \
    wire_per_inst_um 32.9 \
    cp-end-kind "register" \
    critPathBufInv 6 \
    regToRegStartpoint "dp.IF.Q[16]" \
    crit_chain "buf_4 > buf_4 > buf_4 > buf_4 > mux4_2 > a22o_1 > or4_1 > xor2_1 > nor2_1 > nand4_1 > nor4_2 > buf_4 > mux2i_4 > buf_4 > mux2_2 > a21oi_1" \
    min_period_ns 7.68 \
    outcome "complete, no violations" \
    critPathMaxStageDelay_ns 0.76 \
    grt_max_degree 100 \
    drtAntennaViolNets 0 \
    synth.avg_cell_area_um2 13.4 \
    cpMostUsedCell "buf_4" \
    synth_cell_type_count 71 \
    path_class "register to register" \
    r2r_cells 16 \
    crit_path_start "dp.IF.Q[16]" \
    period_used_pct 36.4 \
    clock_skew_ns 0.0317 \
    clock.latency.late_pin_ns 0.82 \
    syn_area_um2 70300 \
    die_h_um 377 \
    post_cts_buffers 0 \
    fin_cells 7374 \
    synth_seq_share_pct 59.0 \
    h-tree-depth 4 \
    power.density_nw_per_um2 106 \
    layout-drive-gt1-share_pct 21.5 \
    clkSinkCount 1546 \
    die_w_um 377 \
    viasPerCell 6.33 \
    io_pins 163 \
    yosys_cells 5241 \
    first_iter_violations 3164 \
    ys_warn_count 22 \
    rows 137 \
    n_fill_cell 10900 \
    setup_viol 0 \
    top_cell_area_share_pct 45.1 \
    post-dp-hpwl_um 155000 \
    ff_type "edfxtp_1" \
    vdd_ir_drop_max_mv 0.0860 \
    worstHoldPathType "register to register" \
    grt_pass1_wl_um 341000 \
    slew_violations 0 \
    vias 46700 \
    yosys-stat-area_um2 70300 \
    critPathArrivalTime_ns 8.33 \
    initCoreUtil_pct 50.4 \
    cp.depth 16 \
    drc 0 \
    largest_area_cell "edfxtp_1" \
    crit_fanout 44 \
    crit_family "buffers and inverters" \
    max_freq_ghz 0.130 \
    synth_flop_count 1546 \
    grt_antenna_before_repair 11 \
    routed_wl_um 242000 \
    cts-root-buf "clkbuf_16" \
    grt_overflow_total 0 \
    fin_setup_tns_ns 0 \
    area_delta_synth_final_pct 13.7 \
    finalHoldViolCount 0 \
    start_kind "register" \
    p_leak_nw 27.7 \
    layout_top_cells "edfxtp_1 (1056), dfxtp_1 (483), mux2_2 (369)" \
    total_power_mw 8.44 \
    top_cells_by_area "edfxtp_1 (45%), dfxtp_1 (14%), mux4_2 (8.2%)" \
    required_ns 21.75 \
    numPortBuffers 162 \
    dpl_cell_area_um2 74400 \
    grtUsageTotal_pct 37.4 \
    crit_end "dp.pc.Q[31]" \
    synthCells 5241 \
    cts_buffers 166 \
    relSlewSlack_pct 33.1 \
    utilization_pct 57.3 \
    grt_pass1_vias 47800 \
    postCtsHoldBufs 0 \
    cts.repair.resized 0 \
    rsz0062_at_grt "no" \
    stdcell_area_um2 80000 \
    core_um2 140000 \
    rr_endpoint "dp.pc.Q[31]" \
    tightest_slew_ns 1.00 \
    firstDrtPassIters 5 \
    edf_count 1056 \
    r2r_slack_ns 13.42 \
    worst_slack_ns 13.42 \
    warning_count 60 \
    globalplace.congestion 1.00 \
    cts_tree "done" \
    drv_cap 0 \
    path_clk_slew_ns 0.06 \
    post-place-ws_ns 13.54 \
    lay_top_count "edfxtp_1" \
    whs_ns 0.322 \
    worst_path_max_delay_cell "dfxtp_4" \
    dpl.cell_count 7065 \
    die_area_um2 142000 \
    async_flop_share_pct 0 \
    cts_buffer_depth 3 \
]
worst min path at each step:
stage	from	endpoint	slack, ns	cells past startpoint
CTS	dp.EX.Q[19]	dp.Mem.Q[19]	0.32	0
global route	dp.EX.Q[6]	dp.Mem.Q[6]	0.33	0
finish	dp.ID.Q[125]	dp.EX.Q[137]	0.32	0
synthesized netlist by cell type, types with 80 or more instances:
library cell / n
a211oi_1: 126
xnor2_1: 80
mux2i_1: 116
nor3_1: 171
inv_1: 84
nor2b_1: 124
a22o_1: 101
nand2_1: 184
ha_1: 96
clkbuf_1: 249
mux4_2: 256
edfxtp_1: 1056
mux2_2: 369
a21oi_1: 211
o21ai_0: 238
dfxtp_1: 490
o22ai_1: 166
nor2_1: 276
worst reg2reg max path, cell delays in order, from the launching register on:
cell	delay, ns
dfxtp_4	0.76
buf_4	0.69
buf_4	0.72
buf_4	0.64
buf_4	0.59
mux4_2	0.62
a22o_1	0.25
or4_1	0.70
xor2_1	0.23
nor2_1	0.34
nand4_1	0.16
nor4_2	0.25
buf_4	0.22
mux2i_4	0.24
buf_4	0.54
mux2_2	0.43
a21oi_1	0.15
flip-flops by register name, summed over array words and instances (netlist names):
register      cells
dp.pc.Q          32
dp.EX.Q         129
dp.IF.Q          64
dp.RF.MemReg   1024
dp.hi.Q           1
dp.ID.Q         137
dp.Mem.Q        127
dp.lo.Q          32
layout make-up:
cell class,instances,area (µm²),area share (%)
diodes,1,2.50,0.00313
clock buffers,216,4510,5.64
clock inverters,92,1090,1.37
inverters,87,327,0.408
multi-input cells,3214,27100,33.9
flip-flops and latches,1546,41500,51.9
well taps,1876,2350,2.93
repair buffers,342,3010,3.76
per-layer routing:
layer,vias up,part of all wire (%),track usage (%)
met4,22,6.7,19.0
met3,661,17,25.9
met5,-,0.21,2.20
li1,20500,-,-
met2,2925,45,52.3
met1,22600,32,44.3
report_power, final:
part           switching [mW]  internal (mW)  total (mW)  leakage [nW]
combinational           0.866          0.639        1.50          11.3
sequential              0.323           3.63        3.96          13.7
clock                    1.24           1.74        2.98          2.73
cell families (layout without fill, tap and decap cells):
group | Yosys count | in the layout | synth area share [%]
AOI/OAI and AO/OA | 1132 | 1132 | 10.5
xor gates and xnor gates | 138 | 138 | 1.72
DFF | 1546 | 1546 | 59.0
adders and majority gates | 99 | 99 | 1.79
buffers and inverters | 512 | 737 | 3.25
muxes | 771 | 771 | 16.2
other | 1 | 33 | 0.00533
and+or+nand+nor | 1042 | 1042 | 7.43
No activity file was given, so power comes from the tool's default toggle rates.
